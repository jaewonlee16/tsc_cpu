==> design/flow/config.mk <==
export PLATFORM = sky130hd
export DESIGN_NAME = cache
export DESIGN_NICKNAME = cache
export VERILOG_FILES = /design/flow/design.v
export SDC_FILE = /design/flow/constraint.sdc
export NUM_CORES = 4
export LEC_CHECK = 1
export CORE_UTILIZATION = 50
==> design/flow/constraint.sdc <==
current_design cache

set clk_period 25.7
set clk_io_pct 0.2

create_clock -name clk0 -period $clk_period [get_ports {clk}]

set non_clock_inputs [all_inputs -no_clocks]
set_input_delay [expr $clk_period * $clk_io_pct] -clock clk0 $non_clock_inputs
set_output_delay [expr $clk_period * $clk_io_pct] -clock clk0 [all_outputs]
==> design/flow/design.v <==
module cache
   (
    input clk,
    input reset_n,
    input read_cache,
    input write_cache,
    input [16-1:0] address_cache,
    inout [16-1:0] data_cache_datapath,  
    inout [4 * 16 - 1 : 0] data_mem_cache,  
    output reg doneWrite,   
    output [16-1:0] address_memory,
    output reg readM,
    output reg writeM,
    input BG
   );
    reg [16-1:0] num_cache_miss;       
    reg [16-1:0] num_cache_hit;       
   always @ (posedge clk) begin
        if (!reset_n) begin
            num_cache_miss <= 0;
            num_cache_hit <= 0;
        end
        if (read_cache && !readM) begin          
            if (hit) num_cache_hit <= num_cache_hit + 1;
            else num_cache_miss <= num_cache_miss + 1;
        end
        else if (write_cache && !readM && !doneWrite && !writeM) begin  
            if (hit) num_cache_hit <= num_cache_hit + 1;
            else num_cache_miss <= num_cache_miss + 1;
        end
   end   
    reg [16 - 1 : 0] cache_output_data;
    reg count_start;
    reg [2: 0] count;
    reg [4*16-1:0]  data_bank[3:0];
    reg [16-5:0]    tag_bank[3:0];
    reg [3:0]              valid;
   wire [1:0] index;
   wire [16-5:0] tag;
   wire [1:0] block_offset;             
   assign index = address_cache[3:2];
   assign tag = address_cache[16-1:4];
   assign block_offset = address_cache[1:0];
   assign data_mem_cache = writeM ? data_bank[index] : 64'bz;
   assign data_cache_datapath = read_cache ? !hit ? {4'd14, 12'b0} : cache_output_data : 16'bz;
   wire hit;
   assign hit = valid[index] && (tag_bank[index] == tag);
   assign address_memory = {address_cache[16 - 1 : 2], 2'b00};
   always @ (*) begin
      if ((read_cache || write_cache) && data_bank[index] [63:60] != 4'd14) begin
         valid[index] = 1;
      end
      else valid[index] = 0;
   end
   always @ (*) begin
      case(block_offset) 
         2'b00: cache_output_data = data_bank[index] [63:48] ;
         2'b01: cache_output_data = data_bank[index] [47:32] ;
         2'b10: cache_output_data = data_bank[index] [31:16] ;
         2'b11: cache_output_data = data_bank[index] [15:0] ;
      endcase
   end
   integer i;
   always @ (posedge clk) begin
      if (!reset_n || count == 4) begin
         count <= 0;
      end
      else if (count_start) count <= count + 1;
   end
    always @ (posedge clk) begin
         if (read_cache) begin
            if (!hit) begin
               data_bank[index] <= BG ? {4{4'd14, 12'b0}} : data_mem_cache;   
               tag_bank[index] <= tag;
            end
         end
         else if (write_cache) begin
            if (!hit) begin
               data_bank[index] <=  BG ? {4{4'd14, 12'b0}} : data_mem_cache;
               tag_bank[index] <=  tag;
            end
            else begin
                tag_bank[index] = tag;
               case(block_offset) 
                  2'b00: data_bank[index] [63:48] <= data_cache_datapath;
                  2'b01: data_bank[index] [47:32] <= data_cache_datapath;
                  2'b10: data_bank[index] [31:16] <= data_cache_datapath;
                  2'b11: data_bank[index] [15:0] <= data_cache_datapath;
               endcase;
            end
         end
    end
   always @ (posedge clk) begin
      if (!reset_n) begin
         for (i=0; i<4; i=i+1) begin
            data_bank[i] <= {4{4'd14, 12'b0}};
            tag_bank[i] <= 0;
            valid[i] <= 0;
            num_cache_miss <= 0;
            writeM <= 0;
         end
      end
      else begin
         if (read_cache) begin
            doneWrite <= 0;
            count_start <= 0;
            if (!hit) begin
                readM <= BG ? 0 : 1;  
               writeM <= 0;
            end
            else readM <= 0;
         end
         else if (write_cache && !doneWrite) begin
            if (!hit) begin
                readM <= BG ? 0 : 1;  
            end
            else begin
;               readM <= 0;
               count_start <= BG ? 0 : 1;  
               writeM <= BG ? 0 : 1;       
               if (count == 4 - 1) begin
                    doneWrite <= 1;
                    writeM <= 0;
               end
            end
         end
         else begin
            doneWrite <= 0;
            count_start <= 0;
            readM <= 0;
            writeM <= 0;
         end 
      end
   end
endmodule
==> design/flow/run.sh <==
#!/bin/bash
# OpenROAD 26Q1-2900-gdf79404cd8, Yosys 0.63+post, stock flow scripts
make -C /OpenROAD-flow-scripts/flow DESIGN_CONFIG=/design/flow/config.mk WORK_HOME=/design/flow/orfs finish
==> run notes <==
## Logic synthesis
- Synth Area per Inst: 14.9 µm²
- number of warnings reported in the yosys synthesis log: 11
- gate count of the mapped netlist: 814
- post-synthesis cell count from yosys: 814
- total cell area reported by yosys after synthesis: 12200 µm²
- fraction of the yosys area taken by sequential cells: 0.639
- number of storage elements in the synthesis netlist: 259
- cell area after technology mapping: 12200 µm²
- post-synthesis cell type count: 25

## Run status
- result of the run: complete, no violations

## Setup path
- CP required: 20560 ps
- R2R cell count: 2
- Max FO, Critical Path: 60
- setup slack, reg-to-reg: 24510 ps
- classification of the worst setup path: primary input to output port
- signal arrival time at the worst endpoint: 7130 ps
- Worst Setup SP: address_cache[2]
- RR Endpoint: data_bank[3][35]$_SDFFCE_PN0P_
- startpoint of the lowest-slack register-to-register path: data_bank[3][35]$_SDFFCE_PN0P_
- Worst setup EP type: output port
- Worst Setup Start Kind: primary input

## STA
- Final Critical Period: 12270 ps
- maximum operating frequency: 81.5 MHz
- final setup violation count: 0
- setup TNS: 0 ps
- share of the clock period used by the worst path after layout: 0.477
- worst clock skew: 4.85 ps
- number of hold violations in the final report: 0
- worst slack on hold paths: 502 ps
- fin. max-slew vios: 0
- Slew @ Worst Pin: 879 ps
- headroom to the max-slew limit: 0.412
- PnR worst setup slack: 13430 ps
- unrepaired setup endpoints after global routing: no

## Detailed routing
- routed wire length per instance: 20.6 µm
- DRC violation count after routing: 0
- TritonRoute pass-1 iters: 5
- routed vias: 6548
- Total Routed Length: 22.9 mm
- Inserted Diodes: 0
- count of antenna-violating nets left after detailed routing: 0
- Avg Vias per Cell: 5.89
- violation count after the first detailed-routing iteration: 405

## Min path
- worst min-delay path endpoint: writeM$_SDFFE_PN0N_
- cell count of the worst hold path: 1
- Worst Hold Class: flip-flop to flip-flop
- source of the worst hold timing path: writeM$_SDFFE_PN0N_

## Cells and area
- final design area excluding fillers: 13000 µm²
- fraction of final layout cells sized beyond drive strength 1: 0.175
- Storage cell area: 7770 µm²
- core occupancy in the finished layout: 0.548
- Gate Area: 3750 µm²
- number of standard cells in the final layout excluding fillers: 1112
- # fillers: 1864
- area overhead of the layout relative to synthesis: 6.73%

## Global routing
- global-route wire length before repair: 36.0 mm
- GRT met1 Usage: 0.357
- initial antenna violation count: 0
- maximum number of pins on one net before global-route repair: 79
- met3 Use GR: 0.0663
- Global Route met2 Usage: 0.289
- overflow left after global routing: 0
- peak-usage layer in the global routing report: met1
- via count of the first global-routing pass: 6487
- global routing usage summed across all routing layers: 0.205

## Clocking
- Clk pin slew, worst setup/hold paths: 60 ps
- PostCTS Resize Cnt: 0
- clock root cell: sky130_fd_sc_hd__clkbuf_16
- Sink Count: 259
- quantity of hold-fixing buffers added after cts: 0
- CTS HTree Levels: 1
- deepest clock path buffer count: 3
- CTS tree: built
- count of buffers added by post-CTS timing repair for setup: 0
- number of CTS-inserted buffers: 27
- Latency at later pin: 510 ps

## Power and ir drop
- Cell Pwr Density: 70.8 nW/µm²
- leak pwr: 4.32 nW
- final total power: 0.919 mW
- worst vdd rail ir drop: 0.0000441 V

## Job
- Tool Warnings: 27
- number of max-capacitance violations reported: 0

## Place
- placed cell areas: 12200 µm²
- gp weighted congestion: 0.818
- count of placed standard cells including taps: 1064
- tally of buffers added on design ports: 11
- post-place setup slack: 13440 ps
- post-detail-place hpwl: 12.7 mm

## Floorplan
- area inside the core boundary: 23700 µm²
- std cell rows: 56
- floorplan die height: 158 µm
- fp util: 0.513
- overall die width: 158 µm
- Boundary Pins: 120
- overall die area: 24900 µm²

[synthesized netlist by cell type]
master	n	area (µm²)
sky130_fd_sc_hd__a21oi_1	1	5.00
sky130_fd_sc_hd__and3_1	1	6.26
sky130_fd_sc_hd__buf_1	1	3.75
sky130_fd_sc_hd__buf_2	30	150
sky130_fd_sc_hd__buf_4	36	270
sky130_fd_sc_hd__buf_6	10	113
sky130_fd_sc_hd__buf_8	7	105
sky130_fd_sc_hd__clkbuf_1	30	113
sky130_fd_sc_hd__conb_1	2	7.51
sky130_fd_sc_hd__dfxtp_1	1	20.0
sky130_fd_sc_hd__edfxtp_1	258	7750
sky130_fd_sc_hd__inv_1	1	3.75
sky130_fd_sc_hd__inv_2	1	3.75
sky130_fd_sc_hd__mux2i_1	156	1560
sky130_fd_sc_hd__mux4_2	12	270
sky130_fd_sc_hd__nand2b_1	2	12.5
sky130_fd_sc_hd__nor2b_1	1	6.26
sky130_fd_sc_hd__nor3_1	148	741
sky130_fd_sc_hd__nor3_2	60	601
sky130_fd_sc_hd__nor3b_1	1	7.51
sky130_fd_sc_hd__o21ai_0	4	20.0
sky130_fd_sc_hd__o21ai_1	1	5.00
sky130_fd_sc_hd__o21bai_2	1	11.3
sky130_fd_sc_hd__or2_1	1	6.26
sky130_fd_sc_hd__or4_1	48	360
[power by group]
part	switching, mW	internal [mW]	total, mW	leakage [nW]
registers	0.00462	0.486	0.491	2.57
logic	0.0554	0.0207	0.0761	1.36
clock network	0.151	0.201	0.352	0.397
[cells by family after synthesis]
| family | count (synthesis) | share of synthesized area |
|---|---|---|
| AOI/OAI and AO/OA | 7 | 0.00340 |
| buffers and inverters | 116 | 0.0627 |
| DFF | 259 | 0.639 |
| muxes | 168 | 0.151 |
| other | 2 | 0.000618 |
| and+or+nand+nor | 262 | 0.143 |
[worst max-delay path, stage by stage]
cell and delay [ps]:
sky130_fd_sc_hd__buf_6 530, sky130_fd_sc_hd__buf_4 690, sky130_fd_sc_hd__mux2i_1 520, sky130_fd_sc_hd__mux2i_1 120
[how the worst max path moves through the flow]
| stage | to | slack (ps) | cells past startpoint |
|---|---|---|---|
| final | data_mem_cache[27] | 13430 | 4 |
| after global routing | data_mem_cache[24] | 13300 | 4 |
| after CTS | data_mem_cache[27] | 13440 | 4 |
[cell usage in the layout (no fill, tap or decap), types with 3 or more instances in the layout]
master                            instances
sky130_fd_sc_hd__edfxtp_1               258
sky130_fd_sc_hd__mux2i_1                156
sky130_fd_sc_hd__nor3_1                 148
sky130_fd_sc_hd__nor3_2                  60
sky130_fd_sc_hd__or4_1                   48
sky130_fd_sc_hd__clkbuf_16               27
sky130_fd_sc_hd__buf_4                   19
sky130_fd_sc_hd__conb_1                  18
sky130_fd_sc_hd__mux4_2                  12
sky130_fd_sc_hd__clkinv_2                 9
sky130_fd_sc_hd__clkdlybuf4s50_1          9
sky130_fd_sc_hd__clkinv_1                 7
sky130_fd_sc_hd__o21ai_4                  5
sky130_fd_sc_hd__clkbuf_1                 3
[routing by layer]
metal,vias to the layer above,routed length (µm),part of all wire
met3,37,1800,0.079
met1,3229,10600,0.46
met4,0,369,0.016
met2,228,10200,0.44
li1,3054,-,-
met5,-,0,0
[registers in the layout, summed over array words and instances, names as in the netlist]
signal,count
doneWrite,1
writeM,1
readM,1
data_bank,256
[cell type report]
type | instances | area share
Multi-Input combinational cell | 455 | 0.290
Clock inverter | 18 | 0.00839
Inverter | 2 | 0.000579
Tap cell | 319 | 0.0308
Sequential cell | 259 | 0.599
Timing Repair Buffer | 29 | 0.0188
Clock buffer | 30 | 0.0530
Power figures rest on the tool's default switching activity, not on a simulated workload.
