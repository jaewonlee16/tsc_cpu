`design.v`:
```
module ALUOUT(
    input clk,
    input reset_n,
    input [15 : 0] ALU_result,
    output reg [15 : 0] ALU_out
    );
    always @ (posedge clk) begin
        if (~reset_n) ALU_out <= 0;
        else ALU_out <= ALU_result;
    end
endmodule
```
`run.sh`:
```
#!/bin/bash
# OpenROAD 26Q1-2900-gdf79404cd8, Yosys 0.63+post, stock flow scripts
make -C /OpenROAD-flow-scripts/flow DESIGN_CONFIG=/design/flow/config.mk WORK_HOME=/design/flow/orfs finish
```
`config.mk`:
```
export PLATFORM = sky130hd
export DESIGN_NAME = ALUOUT
export DESIGN_NICKNAME = ALUOUT
export VERILOG_FILES = /design/flow/design.v
export SDC_FILE = /design/flow/constraint.sdc
export NUM_CORES = 4
export LEC_CHECK = 1
export CORE_AREA = 10 10 75 75
export DIE_AREA = 0 0 85 85
```
`constraint.sdc`:
```
current_design ALUOUT

set clk_period 1.0
set clk_io_pct 0.2

create_clock -name clk0 -period $clk_period [get_ports {clk}]

set non_clock_inputs [all_inputs -no_clocks]
set_input_delay [expr $clk_period * $clk_io_pct] -clock clk0 $non_clock_inputs
set_output_delay [expr $clk_period * $clk_io_pct] -clock clk0 [all_outputs]
```
==> Changelog: implementation <==
### Implementation results

- DR WL/cell: roughly 10 µm
- DR top layer: met4
- Post-DRT Antenna Nets: 0
- Hold-critical path depth: 2
- Post-CTS Setup Inserts: 0
- Vert. Die Dim: ~85 µm
- Routed Wire Length: between 1 and 1.5 mm
- Worst Hold Path EP: ALU_out[14]
- Tcrit/Tclk final: 96.0%
- Buffers and inverters on the worst path: 1
- Biggest regs: ALU_out (16)
- PwrDens: roughly 1500 nW/µm²
- Crit-path max FO: 1
- Routed vias: ~340
- Leak pwr: roughly 0.37 nW
- Yosys synthesis chip area: 447 µm²
- Overall power: ~1.4 mW
- Final Util: 21.9%
- Logic area: 115 µm²
- Post-synthesis average cell area: 13.5 µm²
- Worst VDD drop: between 0.8 and 0.9 mV
- Routed wl met2: 422 µm
- Most instantiated logic cell after routing: clkdlybuf4s50_1
- Area Growth Syn to Fin: 98.6%
- Initial DRC count: 2
- Count of max-cap constraint violations: 0
- CTS tree: yes
- Clk pin slew, worst setup/hold paths: 0.06 ns
- Hold-fix buffers, CTS: 0
- Post-DP Area: approximately 840 µm²
- Metal3 WL: roughly 360 µm
- Crit. End Element: primary output
- Core outline area: ~4100 µm²
- Post-Synthesis Cells: 33
- Min Tclk post-route: approximately 0.96 ns
- CTS sink cnt: 16
- Metal-1 WL: roughly 450 µm
- # diodes: 0
- Pre-CTS WS: -0.0851 ns
- Die W: ~85 µm
- First-pass GRT wire length: 1.95 mm
- Top cells excl fill/tap: clkdlybuf4s50_1 (17), and2_2 (12), dfxtp_1 (10), clkdlybuf4s15_1 (10), dfxtp_2 (6)
- Vias in the first global route: ~400
- Share of layout cells above drive strength 1: 34.3%
- Ys flops: 16
- Final setup viols: 0
- YS warnings: 1
- Worst Max-Slew Pin Slew: between 0.1 and 0.15 ns
- CTS Buffer Depth: 2
- CP Data Required Time: around 0.8 ns
- Slowest-stage cell, CP: dfxtp_1
- Gr ovfl total: 0
- Setup ws final: 0.0399 ns
- Hold slack: about 0.54 ns
- CP arrival: between 0.7 and 0.8 ns
- Hold WC Path Type: input port to flop
- Critical Path Source Type: flop
- Cell family with most CP delay: flip-flops
- DR DRC count: 0
- Largest net degree at the start of global routing: 16
- Final hold vios: 0
- CTS H-tree lvls: 1
- Initial antenna violation count: 0
- Number of fill cells in the layout: between 400 and 500
- # port buffers: 33
- Clock tree root buffer cell: clkbuf_8
- Mapped cell area: between 400 and 500 µm²
- Number of CTS-inserted buffers: 3
- Starting density of the core: 11.0%
- Slew margin rel.: 92.8%
- Fmax: 1040 MHz
- Max incr delay on CP: ~0.30 ns
- TritonRoute pass-1 iters: 2
- Netlist cell types: 4
- Boundary Pins: 34
- Via density: 2.86
- RSZ-0062 raised after global routing: no
- Critical path class: flop to primary output
- GRT Overall Usage: 3.50%
- Cell count listed in synth_stat.txt: 33
- Num rows: 23
- Hold Startpoint: ALU_result[14]
- Slew Limit Fails: 0
- Final instance area: between 800 and 900 µm²
- Largest register FFs: 16
- Status: complete, no violations
- Tool warnings: 25
- Crit-path cells: dlygate4sd2_1
- Register area: 328 µm²
- Die area: slightly above 7000 µm²
- Largest reg by FF count: ALU_out
- Synth Seq Share: between 70% and 80%
- Gpl congestion: between 0.6 and 0.7
==> power breakdown <==
part / total [mW] / switching (mW) / internal, mW / leakage [nW]
logic: 0.142 / 0.0266 / 0.115 / 0.206
registers: 0.683 / 0.00805 / 0.675 / 0.135
clock network: 0.542 / 0.193 / 0.348 / 0.0288
==> timing repair <==
action / 4_1_cts / 5_1_grt
setup endpoints to repair: 16 / 9
pin swaps: 0 / 0
resized: 20 / 14
==> metrics by stage <==
step           std cells  TNS, ns
6_report             120        0
5_1_grt              120        0
4_1_cts              120        0
3_5_place_dp         116    -1.08
3_3_place_gp         116   -0.861
2_1_floorplan         33        0
==> metal layers <==
| metal | vias to the layer above | GRT usage, % |
|---|---|---|
| met5 | - | 0 |
| li1 | 173 | - |
| met3 | 2 | 5.11 |
| met2 | 29 | 4.22 |
| met1 | 139 | 3.39 |
| met4 | 0 | 0.449 |
==> how the worst max path moves through the flow <==
stage                  startpoint          end  slack [ns]  depth (start not counted)
after global routing   ALU_out[9]   ALU_out[9]     0.00005                          1
final                  ALU_out[8]   ALU_out[8]        0.04                          1
after CTS             ALU_out[14]  ALU_out[14]       0.002                          1
==> cell usage after synthesis <==
library cell / number / area [µm²]
buf_6: 1 / 11.3
dfxtp_1: 16 / 320
and2_1: 4 / 25.0
and2_2: 12 / 90.1
==> logic make-up (layout without fill, tap and decap cells) <==
logic type	Yosys count	count (layout)	synth area share (%)
buf+inv	1	38	2.52
simple gates	16	16	25.8
flops	16	16	71.7
==> area by class of cell <==
cell class | instances | share of cell area, %
clock buffers | 4 | 6.21
multi-input cells | 16 | 13.0
flip-flops and latches | 16 | 37.0
well taps | 50 | 7.05
repair buffers | 34 | 36.8
Power is estimated from default activity; no workload was simulated.
