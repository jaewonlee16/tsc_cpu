## /design/flow/design.v

```verilog
module control_unit(
     input [3 : 0] opcode,
     input [5 : 0] func_code,
     output [1 : 0] PCSource,
     output isJump,
     output reg [1 : 0] ALUSrcB,
     output reg [3: 0] ALUOperation,
     output isItype_Branch,
     output d_readM,
     output d_writeM,
     output output_active,
     output is_halted,
     output [1 : 0] RegDst,  
     output RegWrite,
     output [1 : 0] MemtoReg  
    );
    wire isRtype_Arithmetic;
    wire isRtype_Special;
    wire isRtype_Halt;
    wire isItype_Arithmetic;
    wire isItype_Memory;
    wire isJtype_Jump;
    wire isRtype_Jump;
    assign isRtype_Arithmetic = (opcode == 4'b1111)
                     && ( (func_code == 6'd0)
                         ||(func_code == 6'd1)
                         ||(func_code == 6'd2)
                         ||(func_code == 6'd3)
                         ||(func_code == 6'd4)
                         ||(func_code == 6'd5)
                         ||(func_code == 6'd6)
                         ||(func_code == 6'd7) );
    assign isRtype_Special = ( (opcode == 4'b1111)
                            &&( (func_code == 6'd28)
                            ||(func_code == 6'd25)
                            ||(func_code == 6'd26) ) );
    assign isItype_Arithmetic = (opcode == 4'd4)
                ||(opcode == 4'd5)
                ||(opcode == 4'd6);
    assign isItype_Branch = ( (opcode == 4'd0)
                ||(opcode == 4'd1)
                ||(opcode == 4'd2)
                ||(opcode == 4'd3) ) ? 1 : 0;
    assign isItype_Memory = ( (opcode == 4'd7)
                            || (opcode == 4'd8) );
    assign isJtype_Jump = ( (opcode == 4'd9)
                            || (opcode == 4'd10) );
    assign isRtype_Jump = (opcode == 4'b1111 
                       && (func_code == 6'd25  || func_code == 6'd26));
    assign output_active = ( opcode == 4'b1111 && func_code == 6'd28 );
    assign is_halted = ((opcode == 4'b1111) && (func_code == 6'd29) );
    assign isJump = (isJtype_Jump || isRtype_Jump) ? 1 : 0;
    always @ (*) begin
            if( isRtype_Arithmetic ) begin
                if( func_code == 6'd0 ) ALUOperation = 4'b0000;
                else if( func_code == 6'd1 ) ALUOperation = 4'b0001;
                else if( func_code == 6'd2 ) ALUOperation = 4'b0111;
                else if( func_code == 6'd3 ) ALUOperation = 4'b1000;
                else if( func_code == 6'd4 ) ALUOperation = 4'b0110;
                else if( func_code == 6'd5 ) ALUOperation = 4'b1010;
                else if( func_code == 6'd6 ) ALUOperation = 4'b1011;
                else if( func_code == 6'd7 ) ALUOperation = 4'b1100;
            end
            else if( isItype_Arithmetic ) begin
                if( opcode == 4'd4 ) ALUOperation = 4'b0000;
                else if( opcode == 4'd5 ) ALUOperation = 4'b1000;
                else if( opcode == 4'd6 ) ALUOperation = 4'b1111;
            end
            else if( isItype_Branch ) ALUOperation = 4'b0001;    
            else if( isItype_Memory ) ALUOperation = 4'b0000;   
            else ALUOperation = 4'bx;
     end  
    assign d_readM = opcode == 4'd7 ? 1 : 0;
    assign d_writeM = opcode == 4'd8 ? 1 : 0;
    assign RegDst = ( opcode == 4'd10 
                  || (opcode == 4'b1111 && func_code == 6'd26) ) ? 2'd2 :  
                      opcode == 4'b1111 ? 2'd1 :
                      2'd0;
    assign MemtoReg = (opcode == 4'd10 
                   || (opcode == 4'b1111 && func_code == 6'd26) ) ? 2'd2 :  
                       opcode == 4'd7 ? 2'd1 : 
                       2'd0;
    always @ (*) begin
            if( opcode == 4'd0 || opcode == 4'd1 ) ALUSrcB = 2'd0;     
            else if( opcode == 4'd2 || opcode == 4'd3 ) ALUSrcB = 2'd3;   
            else if( isItype_Arithmetic || isItype_Memory ) ALUSrcB = 2'd2;  
            else if( isRtype_Arithmetic) ALUSrcB = 2'd0;     
            else ALUSrcB = 2'bz;
    end
    assign PCSource = (isItype_Branch) ? 2'd1 :      
                      isJtype_Jump ? 2'd2 :       
                      (opcode == 4'b1111 && ( func_code == 6'd25 || func_code == 6'd26)) ? 2'd3 :   
                      2'd0;  
    assign RegWrite = ( (opcode == 4'b1111 && func_code == 6'd26)  
                      || opcode == 4'd10 ) 
                      || isRtype_Arithmetic
                      || isItype_Arithmetic
                      || opcode == 4'd7  ? 1'b1 : 1'b0 ;  
endmodule
```

## /design/flow/run.sh

```bash
#!/bin/bash
# OpenROAD 26Q1-2900-gdf79404cd8, Yosys 0.63+post, stock flow scripts
make -C /OpenROAD-flow-scripts/flow DESIGN_CONFIG=/design/flow/config.mk WORK_HOME=/design/flow/orfs finish
```

## /design/flow/config.mk

```make
export PLATFORM = sky130hd
export DESIGN_NAME = control_unit
export DESIGN_NICKNAME = control_unit
export VERILOG_FILES = /design/flow/design.v
export SDC_FILE = /design/flow/constraint.sdc
export NUM_CORES = 4
export LEC_CHECK = 1
export CORE_AREA = 10 10 70 70
export DIE_AREA = 0 0 80 80
```

## /design/flow/constraint.sdc

```tcl
current_design control_unit

set clk_period 2.9
set clk_io_pct 0.2

create_clock -name clk0 -period $clk_period

set non_clock_inputs [all_inputs -no_clocks]
set_input_delay [expr $clk_period * $clk_io_pct] -clock clk0 $non_clock_inputs
set_output_delay [expr $clk_period * $clk_io_pct] -clock clk0 [all_outputs]
```

==> results.md <==
| Quantity | Reported | Unit |
|:---|:---|:---|
| Number of register pins that no clock reaches | 4 | - |
| Iteration count of the initial detailed-routing pass | 2 | - |
| Routed via count divided by cell count | 3.754 | - |
| Data required time of the critical path | 2.32 | ns |
| Levels on crit path | 6 | - |
| Worst setup path startpoint | func_code[2] | - |
| Setup repair after global routing missed its margin | false | - |
| Final tally of hold violations | 0 | - |
| Mean area per synthesized cell | 7.270 | um2 |
| Largest driver fanout on the critical path | 3 | - |
| Final min period | 2.775 | ns |
| Vias after detailed routing | 533 | - |
| Floorplan Core Area | 3416 | um2 |
| Fillers | 387 | - |
| Synthesized instance count | 58 | - |
| Tally of yosys warning messages | 2 | - |
| Worst VDD drop | 0.04278 | mV |
| Worst Setup Path Type | in2out | - |
| Num rows | 21 | - |
| Io pins | 29 | - |
| Critical-path top delay cell | sky130_fd_sc_hd__clkdlybuf4s50_1 | - |
| Number of synthesized flops with an enable pin | 0 | - |
| Status | finished clean | - |
| Antenna violations before repair | 0 | - |
| Number of warnings in the stage logs | 32 | - |
| Endpoints left unconstrained | 4 | - |
| Area of the synthesized netlist per yosys stat | 421.7 | um2 |
| Slew Viols, Final | 0 | - |
| Post-DP HPWL | 1.290 | mm |
| Count of buffers inserted at the top-level ports | 29 | - |
| Initial Util | 12.34 | % |
| First-pass GRT wire length | 2.415 | mm |
| Cell area after technology mapping | 421.7 | um2 |
| Combinational gate area | 367.9 | um2 |
| Cts-stage hold buffer count | 0 | - |
| Synth unique cells | 32 | - |
| Overall overflow remaining after global route | 0 | - |
| Storage cell area | 60.06 | um2 |
| Signal arrival time at the worst endpoint | 2.19 | ns |
| Number of DRC violations after detailed routing | 0 | - |
| Antenna Cells | 0 | - |
| CP endpoint | PCSource[1] | - |
| P per Cell Area | 96.66 | nW/um2 |
| Worst setup SP type | primary input | - |
| Crit end category | output pin | - |
| Setup TNS | 0 | ns |
| Height of the die | 80 | um |
| Final setup vio count | 0 | - |
| Crit path buffers/inverters | 3 | - |
| Post-synth regs | 4 | - |
| Violation tally from detailed-route iteration zero | 12 | - |
| Total die size | 6400 | um2 |
| Final period utilization | 95.69 | % |
| Flip-flop count of the largest register, all copies and words added | 4 | - |
| Cell type group with the largest total delay on the critical path | buffers and inverters | - |
| Largest net degree at the start of global routing | 10 | - |
| Leakage dissipation | 0.3629 | nW |
| Average wire length per cell after detail routing | 10.75 | um |
| Max-capacitance violation count | 0 | - |
| CP peak stage delay | 0.46 | ns |
| Number of global-route vias before repair | 539 | - |
| Most prevalent standard cell on the critical path | sky130_fd_sc_hd__clkdlybuf4s50_1 | - |
| Worst min-delay path category | in2out | - |
| Most common reg cell | sky130_fd_sc_hd__dlxtn_1 | - |
| Worst path cell trace | clkdlybuf4s50_1, nand3b_1, nor4_2, buf_4, a311o_1, clkdlybuf4s50_1 | - |
| Total GRT Usage | 4.514 | % |
| Cell total in the yosys stat output | 58 | - |
| Final weighted congestion of routability-driven global placement | 0.7959 | - |
| Post-synthesis to final-layout area growth | 104.5 | % |
| Die Wd | 80 | um |
| Routed wire length | 1.527 | mm |
| Worst hold margin | 1.837 | ns |
| Tally of nets with antenna violations remaining after routing | 0 | - |
| Share of cells above drive strength 1 | 32.29 | % |
| Max Clock Freq | 0.3604 | GHz |
| Final total power | 0.08333 | mW |
| Synth async-reset ratio | 0 | % |
==> report_power, final <==
group | switching (mW) | total, mW | leakage [nW] | internal, mW
Combinational | 0.0319 | 0.0795 | 0.332 | 0.0476
Clock | 0 | 0 | 0 | 0
Sequential | 0.000204 | 0.00380 | 0.0310 | 0.00359
Total | 0.0321 | 0.0833 | 0.363 | 0.0512
==> metrics by stage <==
stage | area [um2] | util [%] | std cells | setup slack, ns
after floorplan | 432.9 | - | 61 | 0.5396
after global placement | 825.8 | 24.18 | 141 | -0.5165
after detailed placement | 825.8 | 24.18 | 141 | -0.5247
after CTS | 850.8 | 24.91 | 142 | 0.01128
after global routing | 862.1 | 25.24 | 142 | 0.003458
final | 862.1 | 25.24 | 142 | 0.1251
==> placed cells by master (no fill, tap or decap), types with 2 or more instances in the layout <==
master and instances:
sky130_fd_sc_hd__a21oi_1 3, sky130_fd_sc_hd__nand3_1 2, sky130_fd_sc_hd__nor2_1 5, sky130_fd_sc_hd__xnor2_1 2, sky130_fd_sc_hd__or2_2 3, sky130_fd_sc_hd__a311o_1 2, sky130_fd_sc_hd__nor4_1 2, sky130_fd_sc_hd__buf_6 4
sky130_fd_sc_hd__buf_4 11, sky130_fd_sc_hd__dlygate4sd2_1 6, sky130_fd_sc_hd__and3_2 2, sky130_fd_sc_hd__o21ai_2 3, sky130_fd_sc_hd__o21a_1 2, sky130_fd_sc_hd__dlxtn_1 4, sky130_fd_sc_hd__nor2b_1 3, sky130_fd_sc_hd__clkdlybuf4s50_1 18
sky130_fd_sc_hd__conb_1 4
==> tightest hold or removal path, cell delays in order <==
cell and delay [ns]:
sky130_fd_sc_hd__buf_6 0.08, sky130_fd_sc_hd__buf_4 0.12, sky130_fd_sc_hd__nor4b_1 0.06, sky130_fd_sc_hd__clkdlybuf4s50_1 0.41
==> Yosys cell counts, drive strengths merged, types with 3 or more instances <==
| cell type | number | area (um2) |
|---|---|---|
| buf | 5 | 30.02 |
| nor2b | 4 | 25.02 |
| or2 | 3 | 18.77 |
| o21ai | 4 | 20.01 |
| dlxtn | 4 | 60.06 |
| a21oi | 3 | 15.01 |
| nor4 | 3 | 18.77 |
| nor2 | 5 | 18.77 |
==> cell type report <==
class,count,area share [%]
multi-input cells,51,42.67
inverters,1,0.4354
well taps,46,6.676
flip-flops and latches,4,6.967
repair buffers,40,43.25
==> metal layers <==
layer	vias up	share of wire, %	track usage (%)
met1	229	46	5.445
met2	20	40	7.303
li1	284	-	-
met3	0	14	2.500
met4	0	0	0
met5	-	0	0
==> how the worst min path moves through the flow <==
stage                 startpoint       end  depth (start not counted)
after global routing   opcode[0]  d_writeM                          4
after CTS              opcode[1]  d_writeM                          4
final                  opcode[1]  d_writeM                          4
==> logic make-up after synthesis <==
family	synth area share, %
AND-OR/OR-AND	24.92
other	0.8894
buffers and inverters	8.009
latches	14.24
AND/OR/NAND/NOR	47.77
XOR/XNOR	4.155
==> repair_timing <==
| item | CTS | global route |
|---|---|---|
| buffers inserted | 1 | 0 |
| setup endpoints to repair | 5 | 5 |
| resized | 32 | 3 |
| pin swaps | 6 | 1 |
Power is estimated from default activity; no workload was simulated.
