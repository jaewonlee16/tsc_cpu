## /design/flow/config.mk

```make
export PLATFORM = sky130hd
export DESIGN_NAME = DMA
export DESIGN_NICKNAME = DMA
export VERILOG_FILES = /design/flow/design.v
export SDC_FILE = /design/flow/constraint.sdc
export NUM_CORES = 4
export LEC_CHECK = 1
export CORE_AREA = 10 10 92 92
export DIE_AREA = 0 0 102 102
```

## /design/flow/constraint.sdc

```tcl
current_design DMA

set clk_period 3.2
set clk_io_pct 0.2

create_clock -name clk0 -period $clk_period [get_ports {CLK}]

set non_clock_inputs [all_inputs -no_clocks]
set_input_delay [expr $clk_period * $clk_io_pct] -clock clk0 $non_clock_inputs
set_output_delay [expr $clk_period * $clk_io_pct] -clock clk0 [all_outputs]
```

## /design/flow/design.v

```verilog
module DMA (
    input CLK, BG,
    input [4 * 16 - 1 : 0] edata,
    input cmd,
    output reg BR, 
    output WRITE,
    output [16 - 1 : 0] addr, 
    output [4 * 16 - 1 : 0] data,
    output [1:0] offset,
    output interrupt); 
    initial begin
        counter <= 0;
        BR <= 0;
    end
    always @ (posedge CLK) begin
        if (cmd) BR <= 1;
        else if (counter == 16'd12 - 1) BR <= 0;
    end
    assign WRITE = BG;
    assign data = BG ? edata : 64'hz;
    assign addr = BG ? 16'h01F4 + 4 * offset : 16'hz;
    reg [16 - 1 : 0] counter;
    always @ (posedge CLK) begin
        if (BG && counter == 16'd12) counter <= 0;
        else if (BG) counter <= counter + 1;
    end
    assign offset = counter >> 2;  
endmodule
```

## /design/flow/run.sh

```bash
#!/bin/bash
# OpenROAD 26Q1-2900-gdf79404cd8, Yosys 0.63+post, stock flow scripts
make -C /OpenROAD-flow-scripts/flow DESIGN_CONFIG=/design/flow/config.mk WORK_HOME=/design/flow/orfs finish
```

==> flow_summary_export.csv <==
group,metric,value,unit
worst_setup_path,cp_max_fo,8,
cts,cts_tree,"built",
synth,synth_stat.cells,164,
global_routing,grt_overflow,0,
worst_setup_path,criticalPathCategory,"in -> out",
route,drtIter0Drc,24,
min_path,hold_path.class,"reg -> reg",
run,warnings,27,
sta,setup_violations,0,
worst_setup_path,start_kind,"input port",
placed_design,detailed_place_hpwl,1600,microns
worst_setup_path,cp_cell_sequence,"clkdlybuf4s50_1 -> clkdlybuf4s50_1",
power_and_ir_drop,intPower,509,uW
cts,clk_latency,250,ps
synth,synthCells,164,
sta,min_period_over_period,0.764,
cts,clock-sinks,17,
power_and_ir_drop,p_per_area,672,nW/um^2
worst_setup_path,cpMaxStageDelayCell,"clkdlybuf4s50_1",
synth,ys_seq_frac,0.245,
route,wl_per_cell,11.2,microns
global_routing,grt_antenna_before_repair,0,
cts,cts_max_level,1,
power_and_ir_drop,vdd_drop_max,437,uV
synth,syn_avg_cell_area,8.46,sq um
route,drt-total-wl,2090,microns
synth,synth_cell_types,22,
power_and_ir_drop,pwr-share-clk,0.212,
power_and_ir_drop,swShare,0.307,
route,first_pass_iters,4,
placed_design,placed_cells,182,
layout,design_area,1090,sq um
sta,setup_slack,756,ps
global_routing,grtUsageTotal,0.0372,
floorplanning,core_area,6460,sq um
power_and_ir_drop,power.leakage,0.462,nW
route,routed_via_density,3.69,
synth,synth.area.top_cells,"buf_4 43%, dfxtp_1 25%, xor2_1 6.3%",
power_and_ir_drop,p_total,735,uW
cts,clk_path_buf_depth,2,
cts,post_cts_buffers,0,
global_routing,use_met1,0.0421,
placed_design,dp_slack,749,ps
placed_design,gp_congestion,0.834,
global_routing,grt_use_met2,0.0558,
worst_setup_path,critPathBufInv,2,
power_and_ir_drop,power_switching,226,uW
sta,rsz0062_at_grt,"no",
synth,synth_area,1390,sq um
sta,fmax,0.409,GHz
synth,yosysTopAreaCell,"buf_4",
global_routing,busiest_layer,"met2",
layout,final_cells,186,
worst_setup_path,arrival,1800,ps
floorplanning,ios,152,
placed_design,io_buffers,14,
cts,ctsHoldBuffers,0,
outcome,outcome,"finished clean",
sta,fin_setup_tns,0,ps
global_routing,grt_pass1_vias,671,
global_routing,use_met3,0.0177,
layout,syn_to_final_growth,-21.2,%
sta,slew_violations,0,
global_routing,grt_pass1_wl,3290,microns
floorplanning,die_width,102,microns
layout,final_layout_top_logic_cells,"17 x dfxtp_1, 14 x clkdlybuf4s50_1, 10 x xor2_1, 9 x conb_1, 8 x nand2_1",
placed_design,post_dp_cell_area,1050,sq um
floorplanning,die-area,10400,sq um
power_and_ir_drop,p_seq_frac,0.435,
power_and_ir_drop,power_frac_comb,0.353,
route,drt.antenna.violating_nets,0,
worst_setup_path,cp.required,2560,ps
route,vias,687,
worst_setup_path,critPathTopFamily,"buffers and inverters",
route,n_antenna_cell,0,
synth,ys_ff,17,
run,cap_violations,0,
cts,path_clk_slew,60,ps
cts,cts_buffers,3,
global_routing,grt_start_max_net_pins,10,
cts,cts_resized,0,
floorplanning,initial_utilization,0.215,
synth,yosys.area.top_type_share,0.433,
synth,yosys_area,1390,sq um
sta,period_needed,2440,ps
cts,clk_root_buffer_cell,"clkbuf_8",
synth,synth_warnings,4,
worst_setup_path,slowest_delay,630,ps
route,drcViolationCount,0,
floorplanning,num_rows,29,
sta,skew,2.07,ps
worst_setup_path,critPathMostFrequentCell,"clkdlybuf4s50_1",
sta,final_hold_viol_count,0,
layout,layout_top_cell,"dfxtp_1",
worst_setup_path,endpoint_kind,"output pin",
layout,drive_gt1_frac,0.0550,
floorplanning,die_h,102,microns
[registers in the layout (all words and copies together) (netlist names)]
signal / flops
BR: 1
counter: 16
[cells by family (layout without fill, tap and decap cells)]
family / after synthesis / count (layout) / synth area share
other cells: 1 / 9 / 0.00270
simple gates: 37 / 37 / 0.155
compound gates: 2 / 2 / 0.00992
fa+ha+maj: 4 / 4 / 0.0361
buf+inv: 88 / 25 / 0.455
flops: 17 / 17 / 0.245
mux: 1 / 1 / 0.00721
xor+xnor: 14 / 14 / 0.0884
[Yosys cell counts]
cell      count
nand2_1       8
nand4_1       4
nor2_1        6
a21oi_1       1
buf_2         1
mux2i_1       1
or4_4         2
dfxtp_1      17
xor2_1       10
or4_1         1
nand3_1       5
nor4_4        1
o41ai_1       1
nor3_1        3
xnor2_1       4
and4_1        1
conb_1        1
ha_1          4
nor4_1        5
buf_4        80
inv_1         7
nand2b_1      1
[worst reg2reg max path, delay by kind of cell, from the launching register on]
kind / cells / cell delay (ps)
flops: 1 / 500
fa+ha+maj: 1 / 280
simple gates: 2 / 650
xor+xnor: 1 / 160
[layout make-up]
type,count,area (sq um)
inverter,7,26.3
timing repair buffer,14,140
tap,77,96.3
fill,733,5370
sequential,17,340
multi-input combinational,67,445
clock buffer,4,45.0
[layer usage]
| layer | up-vias | share of wire |
|---|---|---|
| met5 | - | 0 |
| met3 | 14 | 0.11 |
| met4 | 0 | 0.032 |
| met1 | 317 | 0.40 |
| li1 | 329 | - |
| met2 | 27 | 0.45 |
[final timing paths]
kind                     from          end  slack [ps]  depth (start not counted)
setup reg to reg   counter[3]  counter[14]        1540                          4
hold reg to reg   counter[15]  counter[15]         450                          1
hold / removal    counter[15]  counter[15]         450                          1
setup / recovery           BG        WRITE         760                          2
[power by group through the flow]
stage	Sequential [mW]	Combinational, mW	Clock, mW
4_1_cts	0.319	0.268	0.162
5_1_grt	0.329	0.289	0.172
6_report	0.319	0.259	0.156
[stage by stage]
| step | util | hold slack, ps |
|---|---|---|
| after floorplan | - | 417 |
| after global placement | 0.162 | 443 |
| after detailed placement | 0.162 | 444 |
| after CTS | 0.169 | 455 |
| after global routing | 0.169 | 463 |
| final | 0.169 | 450 |
Power is estimated from default activity; no workload was simulated.
