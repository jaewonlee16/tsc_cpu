==> flow/design.v <==
module PC(
    input clk,
    input reset_n,
    input en,
    input [15 : 0] pc_in,
    output [15 : 0] pc_out
    );
    reg [15 : 0] pc;
    assign pc_out = pc;
    always @ (posedge clk) begin
        if (!reset_n) pc <= 0;
        else if (en) pc <= pc_in;
    end
endmodule
==> flow/run.sh <==
#!/bin/bash
# OpenROAD 26Q1-2900-gdf79404cd8, Yosys 0.63+post, stock flow scripts
make -C /OpenROAD-flow-scripts/flow DESIGN_CONFIG=/design/flow/config.mk WORK_HOME=/design/flow/orfs finish
==> flow/config.mk <==
export PLATFORM = sky130hd
export DESIGN_NAME = PC
export DESIGN_NICKNAME = PC
export VERILOG_FILES = /design/flow/design.v
export SDC_FILE = /design/flow/constraint.sdc
export NUM_CORES = 4
export LEC_CHECK = 1
export CORE_AREA = 10 10 70 70
export DIE_AREA = 0 0 80 80
==> flow/constraint.sdc <==
current_design PC

set clk_period 1.1
set clk_io_pct 0.2

create_clock -name clk0 -period $clk_period [get_ports {clk}]

set non_clock_inputs [all_inputs -no_clocks]
set_input_delay [expr $clk_period * $clk_io_pct] -clock clk0 $non_clock_inputs
set_output_delay [expr $clk_period * $clk_io_pct] -clock clk0 [all_outputs]
==> qor.yml <==
status: "complete, no violations"
top_area_share_pct: 52.0
routabilityCongestion: 0.664
leakagePower_nw: 0.483
path_buffers: 1
design_area_mm2: 0.00108
drv_slew: 0
crit_fanout: 2
worst_ep_required_time_ns: 0.88
skew_ns: 0
ys.flops: 16
grt_max_degree: 17
logic_area_um2: 260
finalCritPeriodShare_pct: 96.4
grt-ovfl-total: 0
worstSetupStartpoint: "pc[13]"
drtIter0Drc: 7
yosysTopAreaCell: "dfxtp_1"
die_w_um: 80
cpPeakStageDelay_ns: 0.33
worstSetupStartpointType: "register"
ys_top_cells_by_area: "dfxtp_1 (52%), mux2i_1 (26%), nor2b_1 (16%), buf_12 (3.3%), buf_6 (1.8%)"
ant_nets: 0
grt_pass1_vias: 488
synth.distinct_cells: 6
num_io_pins: 35
synth.cell_area_um2: 616
crit_chain: "dlygate4sd2_1"
min_from: "pc[14]"
placed_area_mm2: 0.00102
cts_buffers: 3
rows: 21
regArea_um2: 340
vias: 467
max_slew_margin_pct: 90.9
die_y_um: 80
dp_slack_ns: -0.201
core_area_mm2: 0.00342
fill_cells: 345
crit_family: "flip-flops"
top_register: "pc"
grtUsageTotal_pct: 4.45
layout_setup_ws_ns: 0.0396
drive_gt1_share_pct: 26.7
rr_startpoint: "pc[0]"
syn_inst: 51
cts_max_level: 1
viasPerCell: 3.43
setup_violations: 0
final_hold_viol_count: 0
grt_pass1_wl_mm: 2.36
clock-sinks: 16
largestRegisters: "pc x16"
ys_chip_area_um2: 616
period_needed_ns: 1.06
cp.arrival_ns: 0.84
worstMarginPinSlew_ns: 0.133
portBuffers: 34
place_hpwl_mm: 1.24
area_growth_pct: 74.8
clock.latency.late_pin_ns: 0.28
fmax_ghz: 0.943
antenna-diode-count: 0
path_clk_slew_ns: 0.09
final_core_util_pct: 31.5
yosys_warnings: 1
warnings: 25
largest_register_ffs: 16
drv_cap: 0
cp-end-kind: "primary output"
setup_tns_ns: 0
remaining_drc_errors: 0
r2r_setup_slack_ns: 0.38
cts_tree: "done"
cpMaxStageDelayCell: "dfxtp_2"
hold_class: "register to register"
chipArea_mm2: 0.00640
wl_mm: 1.55
first_pass_iters: 2
grt_antenna_before_repair: 0
clockRootBuffer: "clkbuf_4"
peakVddDrop_uv: 297
avgRoutedWirePerCell_um: 11.4
ys_seq_share_pct: 52.0
fp_util_pct: 18.0
yosysCellCount: 51
criticalPathCategory: "register to primary output"
rsz0062_at_grt: "false"
syn_avg_cell_area_um2: 12.1
power.density_mw_per_mm2: 1140
cts_max_path_buffers: 2
-- layout by cell type (no fill, tap or decap) --
master,instances
clkdlybuf4s50_1,18
dlygate4sd2_1,11
clkbuf_4,3
nor2b_1,16
buf_12,2
buf_4,2
clkbuf_8,1
dfxtp_2,16
mux2i_1,16
clkdlybuf4s15_1,5
-- stage by stage --
step | hold slack [ns] | total power, mW | std cells
5_1_grt | 0.535 | 1.28 | 136
3_3_place_gp | 0.498 | 0.865 | 130
2_1_floorplan | 0.348 | 0.716 | 51
4_1_cts | 0.515 | 1.24 | 136
6_report | 0.512 | 1.22 | 136
3_5_place_dp | 0.510 | 0.868 | 130
-- where the power goes --
group | internal (mW) | switching, mW
logic | 0.150 | 0.0548
clock network | 0.201 | 0.181
registers | 0.620 | 0.0162
-- final timing paths --
kind	end	cells past startpoint
worst min register to register	pc[14]	2
worst max register to register	pc[0]	3
worst min-delay path	pc[14]	2
worst max-delay path	pc_out[13]	1
-- area by class of cell --
type,count,share of cell area (%)
Tap cell,46,5.35
Sequential cell,16,31.6
Timing Repair Buffer,38,35.5
Clock buffer,4,3.37
Multi-Input combinational cell,32,24.2
-- routing by layer --
layer  GRT usage [%]  wire (um)
met1            5.08        616
met2            7.54        765
met3            1.48        124
met4            1.58         47
met5               0          0
-- synthesized netlist by cell type --
master and number:
buf_6 1, buf_12 1, dfxtp_1 16, nor2b_1 16, mux2i_1 16, clkbuf_1 1
-- cell families (layout without fill, tap and decap cells) --
| logic type | count (synthesis) | after routing | synth area share (%) |
|---|---|---|---|
| buffers and inverters | 3 | 42 | 5.69 |
| flip-flops | 16 | 16 | 52.0 |
| multiplexers | 16 | 16 | 26.0 |
| AND/OR/NAND/NOR | 16 | 16 | 16.3 |
-- repair_timing --
| item | in CTS | in global routing |
|---|---|---|
| setup buffers | 2 | 0 |
| hold buffers | 0 | 0 |
| setup endpoints to repair | 16 | 5 |
| cloned | 0 | 0 |
| gates resized | 32 | 5 |
Power is estimated from default activity; no workload was simulated.
